File: /design/flow/constraint.sdc
current_design sltu

set clk_period 3.6
set clk_io_pct 0.2

create_clock -name clk0 -period $clk_period

set non_clock_inputs [all_inputs -no_clocks]
set_input_delay [expr $clk_period * $clk_io_pct] -clock clk0 $non_clock_inputs
set_output_delay [expr $clk_period * $clk_io_pct] -clock clk0 [all_outputs]
File: /design/flow/run.sh
#!/bin/bash
# OpenROAD 26Q1-2900-gdf79404cd8, Yosys 0.63+post, stock flow scripts
make -C /OpenROAD-flow-scripts/flow DESIGN_CONFIG=/design/flow/config.mk WORK_HOME=/design/flow/orfs finish
File: /design/flow/config.mk
export PLATFORM = sky130hd
export DESIGN_NAME = sltu
export DESIGN_NICKNAME = sltu
export VERILOG_FILES = /design/flow/design.v
export SDC_FILE = /design/flow/constraint.sdc
export NUM_CORES = 4
export LEC_CHECK = 1
export CORE_AREA = 10 10 76 76
export DIE_AREA = 0 0 86 86
File: /design/flow/design.v
module sltu (
    input [31:0] A,
    input [31:0] B,
    output reg [31:0] result
);
    always @(*) begin
        result <= A < B ? 1:0;
    end
endmodule
==> run summary <==
run results: via count 973, area grow syn2layout 59.9%, count of port buffers added during placement 65, post-route fraction of the period consumed by the critical path 0.976, instance count after placement with tap cells included 258, status complete, no violations, logic area 811 um2, count of endpoints failing setup in the final report 0, max cap viols 0, HPWL after detailed placement 2740 um, CP Data Required Time 2.88 ns, area of the chip 7400 um2, DRC Markers 0, Chip Width 86 um, core outline area 4120 um2, number of warnings printed during yosys synthesis 1, post-detailed-route wirelength per cell 10.8 um, number of distinct library cell variants in the gate-level netlist after synthesis 21, Detail Route Antenna Nets 0, layout clock buffer count 0, ports placed on the boundary 96, via count normalized by instance count 3.77, number of cell rows 23, power per standard cell area 91.7 nW/um2, Seq/Total Area, Yosys 0, global-route wire length before repair 4220 um, vias in the first global route 989, Final Instance Count excl. Fillers 258, mapped cell area 1030 um2, final number of max-transition violations 0, hold violation count in the final report 0, total iterations of the first detailed-routing run 2, type of element launching the critical path input port, count of instantiated cells in the yosys netlist 142, Avg Synthesized Cell Area 7.29 um2, aggregate global routing overflow 0, post-synthesis instance total 142, number of buffers inserted for hold repair after clock tree synthesis 0, initial drt markers 6, number of flip-flops and latches 0, placer congestion estimate 0.742, instance area at placement 1640 um2, GRT Resource Usage Total 0.0663, drt total wl 2780 um, critical path endpoint category output port, RSZ-0062 raised after global routing no, Tightest Hold Check Type in -> out, number of logged tool warnings 32, proportion of layout cells with a drive suffix above 1 0.0240, crit path time final 3.51 ns, top logic cells by instance count in the layout clkdlybuf4s50_1, inv_1, conb_1, Initial Utilization 0.251, FMAX 0.285 GHz, Total Negative Setup Slacks 0 ns, standby leakage power 0.869 nW, data arrival at the endpoint of the critical path 2.79 ns, YS chip area 1030 um2, number of antenna repair diodes 0, fill cell count 438, critical path start-end classification in -> out, number of antenna violations at the first check in global routing 0, fin area 1650 um2, vertical die size 86 um, largest fanout on the critical path 1, commonest non-fill, non-tap cell in the layout clkdlybuf4s50_1, peak ir drop on the vdd network 0.0343 mV, sequential cell area 0 um2, largest net degree at the start of global routing 4
-- power breakdown --
group | internal (mW) | leakage, nW | switching [mW]
Sequential | 0 | 0 | 0
Clock | 0 | 0 | 0
Combinational | 0.101 | 0.869 | 0.0509
Total | 0.101 | 0.869 | 0.0509
-- Yosys cell counts --
master     number  area [um2]
nor4b_1         1        8.76
a21o_1          2        15.0
a2111oi_4       1        27.5
a221oi_1        2        17.5
nor2_1          4        15.0
a21oi_1        11        55.1
nor3_1          1        5.00
a21boi_0        1        7.51
conb_1          1        3.75
inv_1          31         116
or4_1           1        7.51
nand3_1         2        10.0
and4_1          2        17.5
nand2b_4        1        13.8
nand2_1        10        37.5
ha_1           31         388
o21a_1          2        15.0
buf_4          31         233
nand4_1         2        12.5
o21ai_0         4        20.0
o2bb2ai_1       1        8.76
-- cell type report --
type | instances | share of cell area
timing repair buffer | 67 | 0.402
tap | 50 | 0.0378
multi-input combinational | 110 | 0.490
inverter | 31 | 0.0703
-- per-layer routing --
layer / GRT usage / vias to the layer above / wire length [um] / part of all wire
li1: - / 542 / - / -
met1: 0.0760 / 387 / 1120 / 0.40
met2: 0.121 / 44 / 1380 / 0.50
met3: 0.0238 / 0 / 277 / 0.10
met4: 0 / 0 / 0 / 0
met5: 0 / - / 0 / 0
-- what timing repair did --
action	in CTS	in global routing
setup endpoints to repair	1	0
buffers inserted	0	0
resized	2	0
-- through the flow --
stage / power [mW] / util / hold WS [ns] / setup slack (ns)
6_report: 0.152 / 0.402 / 2.40 / 0.0858
5_1_grt: 0.174 / 0.402 / 2.46 / 0.00498
4_1_cts: 0.156 / 0.402 / 2.41 / 0.0570
3_5_place_dp: 0.154 / 0.399 / 2.59 / -0.170
3_3_place_gp: 0.154 / 0.399 / 2.58 / -0.156
2_1_floorplan: 0.0863 / - / 1.67 / 0.957
-- worst max-delay path: stages --
cell,delay [ns]
clkdlybuf4s50_1,0.45
inv_1,0.06
ha_4,0.21
a2111oi_4,0.34
nor4b_1,0.08
or4_1,0.56
a21oi_1,0.15
dlygate4sd2_1,0.22
-- path summary, 6_finish.rpt --
kind / start / to / cells past startpoint
min: B[31] / result[0] / 7
max: B[1] / result[0] / 8
-- kinds of logic (layout without fill, tap and decap cells) --
group	after synthesis	in the layout	synth area share
other cells	1	31	0.00362
simple gates	24	24	0.123
fa+ha+maj	31	31	0.375
buf+inv	62	98	0.337
compound gates	24	24	0.161
No activity file was given, so power comes from the tool's default toggle rates.
