==> flow/design.v <==
module slt (
    input [31:0] A,
    input [31:0] B,
    output reg [31:0] result
);
    always @(*) begin
        case (A[31])
            1'b1: case (B[31])
                1'b1: result <= A < B && A != B ? 0:1;
                default: result <= 1; 
            endcase
            default: case (B[31])
                1'b1: result <= 0;
                default: result <= A < B ? 1:0;
            endcase
        endcase
    end
endmodule
==> flow/run.sh <==
#!/bin/bash
# OpenROAD 26Q1-2900-gdf79404cd8, Yosys 0.63+post, stock flow scripts
make -C /OpenROAD-flow-scripts/flow DESIGN_CONFIG=/design/flow/config.mk WORK_HOME=/design/flow/orfs finish
==> flow/config.mk <==
export PLATFORM = sky130hd
export DESIGN_NAME = slt
export DESIGN_NICKNAME = slt
export VERILOG_FILES = /design/flow/design.v
export SDC_FILE = /design/flow/constraint.sdc
export NUM_CORES = 4
export LEC_CHECK = 1
export CORE_AREA = 10 10 71 71
export DIE_AREA = 0 0 81 81
==> flow/constraint.sdc <==
current_design slt

set clk_period 4.2
set clk_io_pct 0.2

create_clock -name clk0 -period $clk_period

set non_clock_inputs [all_inputs -no_clocks]
set_input_delay [expr $clk_period * $clk_io_pct] -clock clk0 $non_clock_inputs
set_output_delay [expr $clk_period * $clk_io_pct] -clock clk0 [all_outputs]
==> results_slide.txt <==
Run Summary

Logic synthesis
  • Register area share after synthesis: 0%
  • Synthesized instance count: 148
  • Top logic family: adder cells
  • Yosys stat cell total: 148
  • Compound-cell area share of the yosys netlist: 14.8%
  • Yosys adder share: 37.9%
  • Chip area line of the yosys report: 1060 µm²
  • Post-Syn Area per Cell: 7.14 µm²
  • Mux share: 0%
  • Synth cell types: 26
  • Ys Warns: 1
  • Basic Gates by Area: 13.5%
  • Top-area cell share: 37.9%
  • Biggest area cells: ha_1, buf_4, inv_1
  • Xor+xnor area frac: 0%
  • Most frequent cells after synthesis: ha_1, inv_1, buf_4
  • Yosys top cell by area: ha_1
  • Area of the mapped netlist: 1060 µm²

Worst hold path
  • WHS Endpoint: result[0]
  • Worst min path class: input port to output port
  • Hold path start: B[31]
  • Hold path depth: 3

Detailed routing
  • Final antenna-violating net count: 0
  • DRC: 0
  • WL per Instance: 10.9 µm
  • Detailed Route WL: 2.89 mm
  • Routed via count: 1047
  • Initial DRC Count: 12
  • Avg Vias per Cell: 3.95
  • Ant diodes: 0
  • DRT Pass-1 Iters: 4

GRT
  • First-pass GRT wire length: 4.55 mm
  • Vias in the first global route: 1099
  • Largest net degree at the start of global routing: 4
  • Grt ovf: 0
  • Total Routing Usage GR: 8.02%
  • Initial antenna violation count: 0

Die
  • Floorplan utilization: 29.1%
  • Die Y: 81 µm
  • Row count: 22
  • Top Ports: 96
  • Die area: 6560 µm²
  • Die Wd: 81 µm
  • Core box area: 3630 µm²

Finish
  • Clkbuf count: 0
  • Final Util: 46.5%
  • Flops: 0
  • Layout area overhead: 60.1%
  • Register Area: 0 µm²
  • Tally of filler cells in the layout: 400
  • Final Cell Area: 1690 µm²
  • Layout cells sized above 1: 3.23%

Outcome
  • Status: finished clean

Setup path
  • Setup crit end kind: output port
  • CP cell instances: clkdlybuf4s50_1 > inv_1 > ha_1 > nand4_1 > or4_4 > or2_0 > a21bo_1 > a31oi_1 > dlygate4sd2_1
  • CP required: 3.36 ns
  • CP max stage delay: 0.56 ns
  • CP Class: input port to output port
  • CP max-delay cell: or4_4
  • Worst Setup Start Kind: input port
  • Crit Path Max Fanout: 2
  • Worst Path Arrival: 3.09 ns

Placement
  • Hpwl dp: 2.83 mm
  • Final Wtd Congestion: 0.799
  • I/O Buffers: 65
  • Placed Area: 1680 µm²

STA
  • Final hold vios: 0
  • Post-layout minimum cycle time: 3.93 ns
  • Fin crit share: 93.6%
  • Max-slew violations: 0
  • Fmax: 254 MHz
  • Final-report setup violation count: 0
  • Unrepaired setup endpoints after global routing: no

Power
  • Worst vdd ir: 0.0000280 V
  • P_leak: 0.000897 µW
  • Power Density: 77.5 nW/µm²

Clocking
  • Hold-fix buffers at CTS: 0

Job
  • OpenROAD warnings: 32
  • Max_cap viols: 0
-- critical path, delay by kind of cell --
family                     cells  cell delay (ns)
AOI/OAI and AO/OA              2             0.33
buffers and inverters          3             0.72
adders and majority gates      1             0.28
and+or+nand+nor                3             0.91
-- area by class of cell --
class                      count  area [µm²]  area share [%]
multi-input combinational    115         823            48.7
timing repair buffer          70         687            40.6
inverter                      32         120            7.11
tap                           48        60.1            3.55
-- worst max-delay path by stage --
stage	cells after the start	slack, ns	end	startpoint
CTS	9	0.22	result[0]	B[10]
global route	9	0.09	result[0]	B[9]
finish	9	0.27	result[0]	B[10]
-- cells in the final DEF (no fill, tap or decap), drive strengths merged --
cell type / n
or4: 1
a31oi: 2
nand2: 8
nand2b: 1
a21o: 2
nor3: 1
or2: 1
inv: 32
o31ai: 1
nor2: 2
o21ai: 3
a221oi: 1
nor4: 1
conb: 31
a21bo: 1
a221o: 2
and2: 1
buf: 5
o211ai: 1
clkdlybuf4s50: 64
nor2b: 1
nand4: 5
a21oi: 12
ha: 32
and3: 1
and4: 1
nand3: 3
dlygate4sd2: 1
-- logic make-up (layout without fill, tap and decap cells) --
group,after synthesis,in the layout
buf+inv,63,102
fa+ha+maj,32,32
compound gates,25,25
simple gates,27,27
other cells,1,31
-- power breakdown --
group          switching (µW)  internal (µW)
clock                       0              0
combinational            44.8           86.3
sequential                  0              0
total                    44.8           86.3
-- layer usage --
layer	wire length [µm]	vias up	GRT usage, %	part of all wire, %
li1	-	576	-	-
met5	0	-	0	0
met2	1360	47	14.2	47
met1	1310	424	10.3	45
met3	224	0	1.89	7.7
met4	0	0	0	0
-- metrics by stage --
| stage | setup TNS [ns] | setup WS, ns | total power [µW] | cells | hold WS [ns] |
|---|---|---|---|---|---|
| 2_1_floorplan | 0 | 1.06 | 72.7 | 178 | 1.71 |
| 3_3_place_gp | -0.00163 | -0.00163 | 134 | 265 | 2.67 |
| 3_5_place_dp | -0.0728 | -0.0728 | 134 | 265 | 2.66 |
| 4_1_cts | 0 | 0.218 | 134 | 265 | 2.46 |
| 5_1_grt | 0 | 0.0932 | 151 | 265 | 2.53 |
| 6_report | 0 | 0.268 | 131 | 265 | 2.44 |
-- what timing repair did --
action,in CTS,in global routing
endpoints found under the setup margin,1,0
resized,3,0
buffers inserted,0,0
No activity file was given, so power comes from the tool's default toggle rates.
